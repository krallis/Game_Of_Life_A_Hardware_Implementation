[design.v]
module GameOfLife_20(
	input logic clk,
	input logic rst,
	input logic load,
	input logic speedButton,  
	output logic vsync_out,
	output logic hsync_out,
	output logic [3:0] red,
	output logic [3:0] green,
	output logic [3:0] blue);
localparam GRID_SIZE_H=20;  
localparam GRID_SIZE_V=20;  
logic userIn[19:0][19:0];
logic [8:0] vsync_edge;
logic vsync, hsync;
logic arrayOut[19:0][19:0];
logic edgeDet;
logic [1:0] speedCounter;  
genvar i;
genvar j;
edge_detector hsync_edge_det(.clk(clk),
                            .rst(rst),
                            .in(vsync),
                            .out(edgeDet));
assign vsync_out = vsync;
assign hsync_out=hsync;
generate
for (i=0;i<=GRID_SIZE_V-1;i++) begin
	for (j=0;j<=GRID_SIZE_H-1;j++) begin
	   if (i==7 && (j==6 || j==7 || j==8))
            assign userIn[i][j]=1'b1;
        else if (i==6 && j==7)
            assign userIn[i][j]=1'b1;
        else
            assign userIn[i][j]=1'b0;
		if(i==0 && j==0)  
			cellCA_sv caCell00 (clk,rst,load,userIn[i][j],1'b0,arrayOut[i][j+1],1'b0,arrayOut[i+1][j],1'b0,1'b0,1'b0,arrayOut[i+1][j+1],arrayOut[i][j],vsync_edge,edgeDet,speedCounter);
		else if(i==0 && j==GRID_SIZE_H-1)
			cellCA_sv caCell1919 (clk,rst,load,userIn[i][j],arrayOut[i][j-1],1'b0,1'b0,arrayOut[i+1][j],1'b0,1'b0,arrayOut[i+1][j-1],1'b0,arrayOut[i][j],vsync_edge,edgeDet,speedCounter);
		else if (i==GRID_SIZE_V-1 && j==0)
			cellCA_sv caCell018 (clk,rst,load,userIn[i][j],1'b0,arrayOut[i][j+1],arrayOut[i-1][j],1'b0,1'b0,arrayOut[i-1][j+1],1'b0,1'b0,arrayOut[i][j],vsync_edge,edgeDet,speedCounter);	
		else if (i==GRID_SIZE_V-1 && j==GRID_SIZE_H-1)
			cellCA_sv caCell018 (clk,rst,load,userIn[i][j],arrayOut[i][j-1],1'b0,arrayOut[i-1][j],1'b0,arrayOut[i-1][j-1],1'b0,1'b0,1'b0,arrayOut[i][j],vsync_edge,edgeDet,speedCounter);
		else if(i==0 && j <GRID_SIZE_H-1)
			cellCA_sv caCell018 (clk,rst,load,userIn[i][j],arrayOut[i][j-1],arrayOut[i][j+1],1'b0,arrayOut[i+1][j],1'b0,1'b0,arrayOut[i+1][j-1],arrayOut[i+1][j+1],arrayOut[i][j],vsync_edge,edgeDet,speedCounter);
		else if(i<GRID_SIZE_V-1 && j==0)
			cellCA_sv caCell018 (clk,rst,load,userIn[i][j],1'b0,arrayOut[i][j+1],arrayOut[i-1][j],arrayOut[i+1][j],1'b0,arrayOut[i-1][j+1],1'b0,arrayOut[i+1][j+1],arrayOut[i][j],vsync_edge,edgeDet,speedCounter);
		else if(i==GRID_SIZE_V-1 && j <GRID_SIZE_H-1)
			cellCA_sv caCell018 (clk,rst,load,userIn[i][j],arrayOut[i][j-1],arrayOut[i][j+1],arrayOut[i-1][j],1'b0,arrayOut[i-1][j-1],arrayOut[i-1][j+1],1'b0,1'b0,arrayOut[i][j],vsync_edge,edgeDet,speedCounter);		
		else if(i<GRID_SIZE_V-1 && j==GRID_SIZE_H-1)
			cellCA_sv caCell018 (clk,rst,load,userIn[i][j],arrayOut[i][j-1],1'b0,arrayOut[i-1][j],arrayOut[i+1][j],arrayOut[i-1][j-1],1'b0,arrayOut[i+1][j-1],1'b0,arrayOut[i][j],vsync_edge,edgeDet,speedCounter);		
		else
			cellCA_sv caCell018 (clk,rst,load,userIn[i][j],arrayOut[i][j-1],arrayOut[i][j+1],arrayOut[i-1][j],arrayOut[i+1][j],arrayOut[i-1][j-1],arrayOut[i-1][j+1],arrayOut[i+1][j-1],arrayOut[i+1][j+1],arrayOut[i][j],vsync_edge,edgeDet,speedCounter);		
	end
end
endgenerate
PanelDisplay panel(.clk(clk),
                    .rst(rst),
                    .deadOrAlive(arrayOut),
                    .hsync(hsync),
                    .vsync(vsync),
                    .red(red),
                    .green(green),
                    .blue(blue));
  logic speedButtonEdge;  
  always_ff @ (posedge clk, posedge rst) begin  
  if(rst) begin
    speedCounter<=0;
  end else begin
    if(speedButtonEdge)
     speedCounter <= speedCounter +1;
    end   
  end
edge_detector speedButton_edge (.rst(rst),
                                .clk(clk),
                                .in(speedButton),
                                .out(speedButtonEdge));
always_ff @(posedge clk, posedge rst) begin
    if (rst)
        vsync_edge<=0;
    else begin
        if(edgeDet) begin
            if (vsync_edge==199-speedCounter*50)
                vsync_edge<=0;
            else
                vsync_edge<=vsync_edge+1;
            end
        end
    end
endmodule
module PanelDisplay (
	input logic clk,
	input logic rst,
	input logic deadOrAlive[19:0][19:0],
	output logic hsync,
	output logic vsync,
	output logic [3:0] red,
	output logic [3:0] green,
	output logic [3:0] blue);
  localparam H_PIXELS = 800; 
  localparam H_FRONT= 56; 
  localparam H_SYNC = 120; 
  localparam H_BACK= 64; 
  localparam H_SUM = H_PIXELS + H_FRONT + H_SYNC + H_BACK;
  localparam V_LINES = 600; 
  localparam V_FRONT= 37; 
  localparam V_SYNC = 6; 
  localparam V_BACK= 23; 
  localparam V_SUM = V_LINES + V_FRONT + V_SYNC + V_BACK;
  logic [10:0] cntRow;
  logic [10:0] cntColumn;
  logic enable;
  always_ff @(posedge clk, posedge rst) begin
    if (rst)
      enable <= 1'b1;
    else
      enable <=  ~enable;
  end
  always_ff @(posedge clk, posedge rst) begin
    if (rst) 
      cntColumn <= 0;
    else begin
      if (enable) begin
        cntColumn <= cntColumn + 1;
        if (cntColumn == H_SUM-1)
          cntColumn <= 0;
      end
	end	
  end
  always_ff @(posedge clk,posedge rst) begin
    if (rst) 
      cntRow <= 0;
    else begin
      if (enable) begin
        if (cntColumn == H_SUM-1) begin
          cntRow <= cntRow + 1;
          if (cntRow == V_SUM-1)
            cntRow <= 0;
        end
      end
    end
  end
  assign hsync = (cntColumn >= H_PIXELS + H_FRONT && cntColumn <H_PIXELS+H_FRONT+H_SYNC) ? 1'b0 : 1'b1;
  assign vsync = (cntRow >= V_LINES + V_FRONT && cntRow <V_LINES+V_FRONT+V_SYNC) ? 1'b0 : 1'b1;
  logic [5:0] cx, cy, x,y;
  always_ff @(posedge clk, posedge rst) begin
  if (rst) begin
   x<=0;
   y<=0;
   cx<=1;
   cy<=1;
  end else begin
    if (enable) begin
    if(cntColumn>=100 && cntColumn<H_PIXELS-100 && cntRow>=0 && cntRow<V_LINES) begin
      x <= (x==29 || cntColumn==H_PIXELS-100) ? 0 : x+1;
      if (x == 29) begin
        cx <= (cx==20 || cntColumn==H_PIXELS-100)? 1 : cx+1;
      end else cx <= cx;
      if (cx==20 && x==29 && cntColumn==H_PIXELS -101) begin
         y <= (y==29 || cntRow==V_LINES)? 0 : y+1;
      end else y <= y;
       if (y ==29 && cntColumn==H_PIXELS-101 ) begin
            cy <= (cy == 20 || cntRow==V_LINES) ? 1 : cy + 1;
      end else cy <= cy;
   end   
  end
  end
  end
logic temp;  
assign temp=deadOrAlive[cy-1][cx-1];  
  always_comb begin
	red = 4'b0000;
    green = 4'b0000;
	blue = 4'b0000;
			if(cntColumn<H_PIXELS && cntRow<V_LINES) begin
            if (cntColumn<100 || cntColumn>=H_PIXELS-100) begin
				red = 4'b1111;
				green = 4'b1001;
				blue = 4'b1111;	
			end else if (x==29 || x==30 || y==29 || y==30) begin
					red = 4'b1111;
					green = 4'b0000;
					blue = 4'b0000;						
			end else if(  temp==1'b1)begin			        
					red = 4'b1111;
					green = 4'b1111;
					blue = 4'b1111;
				end else begin
	               red = 4'b0000;
	               green = 4'b0000;
	               blue = 4'b0000;								
				end		
  end
  end
endmodule
module cellCA_sv(
	input logic clk,
	input logic rst,
	input logic load,
	input logic userIn,
	input logic l,
	input logic r,
	input logic u,
	input logic d,
	input logic ul,
	input logic ur,
	input logic dl,
	input logic dr,
	output logic sigOut,
	input logic [8:0] vsync_edge,
	input logic edgeDet,
	input logic [1:0] speedCounter);
logic cellState;
logic [3:0] neighboursSum;
always_comb
begin
	neighboursSum=l+r+u+d+ul+ur+dl+dr;
end
always_ff @ (posedge clk, posedge rst)
	begin
		if(rst)
			cellState<=1'b0;
		else if (load)
		  cellState<=userIn;
		else begin
		if(vsync_edge==199-speedCounter*50 && edgeDet)
			begin
                if (cellState==1 && (neighboursSum==2 || neighboursSum==3))
					cellState <= 1'b1;
				else if (cellState==0 && neighboursSum==3)
					cellState <= 1'b1;
				else
					cellState <=1'b0;
			end
		end
	end	
	assign sigOut=cellState;
endmodule
module edge_detector(
  input  logic clk,
  input  logic rst,
  input  logic in,
  output logic out
);
  logic [1:0] s_reg;
  always_ff @(posedge clk,posedge rst) begin
    if (rst)
      s_reg <= 2'b0;
    else begin
      s_reg[1] <= s_reg[0];
      s_reg[0] <= in;
    end
  end
  assign out = ~s_reg[1] & s_reg[0];
endmodule
[run.sh]
#!/bin/bash
# OpenROAD 26Q1-2900-gdf79404cd8, Yosys 0.63+post, stock flow scripts
make -C /OpenROAD-flow-scripts/flow DESIGN_CONFIG=/design/flow/config.mk WORK_HOME=/design/flow/orfs finish
[config.mk]
export PLATFORM = sky130hd
export DESIGN_NAME = GameOfLife_20
export DESIGN_NICKNAME = GameOfLife_20
export VERILOG_FILES = /design/flow/design.v
export SDC_FILE = /design/flow/constraint.sdc
export NUM_CORES = 4
export LEC_CHECK = 1
export CORE_UTILIZATION = 50
export SYNTH_HDL_FRONTEND = slang
[constraint.sdc]
current_design GameOfLife_20

set clk_period 32.2
set clk_io_pct 0.2

create_clock -name clk0 -period $clk_period [get_ports {clk}]

set non_clock_inputs [all_inputs -no_clocks]
set_input_delay [expr $clk_period * $clk_io_pct] -clock clk0 $non_clock_inputs
set_output_delay [expr $clk_period * $clk_io_pct] -clock clk0 [all_outputs]
==> summary.txt <==
State of the implementation.

- The flow ran to the end, and the final reports show no timing, DRC or antenna violations.
- The proportion of synthesized area in mux cells is 0.0299, for reference.
- Once routing completed, OpenROAD measured the worst setup slack at 19.90 ns.
- The post-layout utilization of the core is 0.536, for reference.
- The final antenna-violating net count is 0, for reference.
- The most common cell after layout, fill and taps aside is inv_1, for reference.
- The largest net degree at the start of global routing is 106, for reference.
- The number of hold violations in the final report is 0, for reference.
- For the pin with the worst max-slew slack, the measured transition is 0.914 ns.
- The cell-mix breakdown from Yosys lists the adder-cell area share as 0.516.
- The overall overflow remaining after global route is 0, for reference.
- Per the skew report, the later register of the worst-skew pair sees a clock latency of 0.69 ns.
- The leading register cell type out of synthesis is dfrtp_1, for reference.
- For this configuration, the core starts out at a cell density of 0.506.
- The leakage power is 45.2 nW, for reference.
- The routability congestion estimate from global placement is 0.883, for reference.
- In the layout the commonest cells are inv_1 (2864), fa_1 (1444), ha_1 (1148).
- The compound-gate portion of the synthesized area is 0.0746, for reference.
- The min-delay analysis places its worst path in the category reg -> reg.
- Dividing total power by cell area gives a power density of 16.3 mW/mm2.
- The xor and xnor fraction of the mapped netlist area is 0.00374, for reference.
- The fraction of layout instances using a drive strength above 1 is 0.0335, for reference.
- The Yosys warning count is 0, for reference.
- The fraction of the yosys area taken by sequential cells is 0.138, for reference.
- The detailed-placement wirelength estimate is 152000 um, for reference.
- The final antenna diode tally reported by the flow is 0.
- The post-synth area from yosys stat is 0.0839 mm2, for reference.
- Per the CTS log, the root buffer master is clkbuf_16.
- On the critical path the data arrives at 5.86 ns.
- For the finished layout, the period the worst path requires is 12.30 ns.
- The final cell count without fillers is 11400, for reference.
- The worst IR drop on VDD is 0.0000360 V, for reference.
- For this run, the top clock speed supported by timing is 0.0813 GHz.
- The number of antenna violations at the first check in global routing is 5, for reference.
- Setup slack on the worst path after placement came out at 20.56 ns.
- According to the I/O placement log, the pin count is 18.
- Post-route period utilization is reported as 0.382.
- From left edge to right edge, the die measures 412 um.
- The clock tree synthesis step divided the H-tree into 3 levels.
- The number of fill cells in the layout is 14200, for reference.
- The count of flip-flops with a built-in enable after synthesis is 0, for reference.
- The post-synthesis average cell area is 9.16 um2, for reference.
- The data required time reported for the critical path is 25.76 ns.
- Yosys mapped the design onto 83 distinct sky130hd cell types.
- The height of the die is 412 um, for reference.
- Including well taps, the total number of placed cells is 11200.
- The cell count after synthesis is 9157, for reference.
- The clock tree from TritonCTS is done, for reference.
- The area of the multi-input gates is 0.0607 mm2, for reference.
- The first global-routing pass estimated 333000 um of wire.
- Across the run, the number of max-cap violations was 0.
- The design draws 1.45 mW.
- The wire length recorded after detailed routing is 198000 um.
- The overall via count from detail_route is 58800, for reference.
- In the final timing run, aggregate negative setup slack is 0 ns.
- In this run the post-CTS setup repair buffer count came out at 0.
- The post-synthesis async set-or-reset flop share is 1.00, for reference.
- The dominant combinational cell family by area after synthesis is adder cells, for reference.
- The chip occupies 0.169 mm2.
- Synthesis inferred 462 register bits.
- The floorplan has 149 rows.
- The max-slew headroom at the worst pin is 0.387, for reference.
- The count of final setup violators is 0, for reference.
- The number of warnings the tools reported is 49, for reference.
- The number of optimization iterations in the first detailed-route pass is 7, for reference.
- The count of buffers inserted at the top-level ports is 17, for reference.
- The number of buffers added to fix hold violations after cts is 0, for reference.
- The critical path capture point type is an output pin, for reference.
- The number of instances resized during post-cts repair is 0, for reference.
- The maximum fanout encountered on the critical timing path is 56, for reference.
- The CTS clock-pin slew for the worst setup and hold paths is 0.05 ns, for reference.
- The clock skew is 0.0355 ns, for reference.
- The CTS report gives the tree buffer count as 72.
- Per the detail_route report, DRC violations left total 0.
- The growth of design area from synthesis to finish is 5.88%, for reference.
- For this run, the detailed router reports a per-instance via density of 5.18.
- The routed length per placed instance is 17.5 um, for reference.
- Pins over their slew limit in the final report were tallied at 0.
- The violation count after the first detailed-routing iteration is 2334, for reference.
- The total clock sinks is 462, for reference.
- The worst setup path is of the reg -> out kind.
- The footprint of the flip-flops and latches is 0.0116 mm2, for reference.
- The largest buffer count on any clock path is 3, for reference.
- The number of global-route vias before repair was 62100.
- The element type at the critical path start is a flop, for reference.
- The number of flip-flops under the largest register name is 398, for reference.
- Setup repair after global routing left no endpoint under its margin.
- The number of cells in the yosys synthesis report is 9157, for reference.
- The global-route total usage across every layer is 0.267, for reference.
- Per the synthesis report, the simple-gate share of the synthesized area is 0.0993.
- The total area inside the core boundary comes to 0.166 mm2.
- The cell area that synthesis handed to floorplanning was 0.0839 mm2.
[critical path: stages, from the launching register on]
cell and delay [ns]:
dfstp_4 0.83, inv_2 0.10, ha_4 0.48, buf_12 0.45, mux4_2 0.63, mux4_2 0.50, and2_0 0.17, o21ai_1 0.21
o221ai_1 0.38, a2bb2oi_2 0.49, nor2_1 0.14, a211o_1 0.33, clkdlybuf4s50_1 0.42
[area by class of cell]
type	instances	area share
Timing Repair Buffer	71	0.00696
Clock inverter	15	0.00186
Clock buffer	110	0.0249
Sequential cell	462	0.130
Inverter	2868	0.121
Multi-Input combinational cell	5635	0.684
Tap cell	2189	0.0308
[logic make-up (layout without fill, tap and decap cells)]
kind of cell	after synthesis	after routing
buf+inv	3060	3064
xor+xnor	35	35
fa+ha+maj	2593	2593
mux	118	118
simple gates	1805	1805
flops	462	462
compound gates	1084	1084
[worst paths after layout]
path | depth (start not counted) | startpoint | slack [ns] | to
max in group asynchronous | 5 | rst | 23.81 | genblk1[4].genblk1[19].genblk2.caCell018.sigOut
worst max register to register | 11 | speedCounter[0] | 27.60 | genblk1[2].genblk1[10].genblk2.caCell018.sigOut
worst max-delay path | 12 | panel.cy[0] | 19.90 | blue[3]
min in group asynchronous | 2 | rst | 6.22 | genblk1[18].genblk1[0].genblk2.caCell018.sigOut
worst min register to register | 0 | speedButton_edge.s_reg[0] | 0.38 | speedButton_edge.s_reg[1]
worst min-delay path | 0 | speedButton_edge.s_reg[0] | 0.38 | speedButton_edge.s_reg[1]
[stage by stage]
stage / instance area, um2 / hold WS, ns
floorplan: 83900 / 0.347
global placement: 86400 / 0.360
detailed placement: 86400 / 0.358
CTS: 88800 / 0.381
global route: 88800 / 0.385
finish: 88800 / 0.379
[power by group]
| group | leakage (nW) | switching, mW | internal [mW] |
|---|---|---|---|
| clock | 1.19 | 0.335 | 0.495 |
| combinational | 37.7 | 0.0307 | 0.00719 |
| sequential | 6.39 | 0.00148 | 0.582 |
[layer usage]
| metal | part of all wire | vias to the layer above | track usage |
|---|---|---|---|
| met5 | 0.00054 | - | 0 |
| met4 | 0.024 | 10 | 0.0491 |
| met3 | 0.083 | 273 | 0.0960 |
| met2 | 0.46 | 1380 | 0.404 |
| met1 | 0.43 | 28900 | 0.398 |
| li1 | - | 28200 | - |
[cell usage after synthesis (all sizes together) (41+ instances only)]
| cell type | count | share of area |
|---|---|---|
| a2111oi | 140 | 0.015 |
| inv | 2867 | 0.13 |
| nand2b | 194 | 0.014 |
| fa | 1444 | 0.34 |
| a21oi | 799 | 0.048 |
| nor2 | 652 | 0.029 |
| nand3 | 209 | 0.013 |
| clkbuf | 151 | 0.0068 |
| dfrtp | 459 | 0.14 |
| mux4 | 106 | 0.028 |
| ha | 1149 | 0.17 |
| o21ai | 47 | 0.0028 |
| nand2 | 249 | 0.011 |
| nor3 | 415 | 0.025 |
| buf | 41 | 0.0035 |
No activity file was given, so power comes from the tool's default toggle rates.
